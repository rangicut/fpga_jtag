--- ./run.sh ---
#!/bin/bash
# OpenROAD 26Q1-2900-gdf79404cd8, Yosys 0.63+post, stock flow scripts
make -C /OpenROAD-flow-scripts/flow DESIGN_CONFIG=/design/flow/config.mk WORK_HOME=/design/flow/orfs finish
--- ./constraint.sdc ---
current_design jtag

set clk_period 7.6
set clk_io_pct 0.2

create_clock -name clk0 -period $clk_period [get_ports {clk}]

set non_clock_inputs [all_inputs -no_clocks]
set_input_delay [expr $clk_period * $clk_io_pct] -clock clk0 $non_clock_inputs
set_output_delay [expr $clk_period * $clk_io_pct] -clock clk0 [all_outputs]
--- ./design.v ---
module jtag
    #(
    parameter DATA_INSTRUCTION = 6,
    parameter DATA_FIFO = 8,
    parameter FIFO_DEPTH = 16
    )
    (
    input logic clk,
    input logic rst,
    input logic op,  
    input logic end_op,
    input logic conf_op,
    input logic [7:0] len,
    input logic work,
    output logic busy,
    input logic tdo,
    output logic tdi,
    output logic tck,
    output logic tms,
    input logic  [(DATA_INSTRUCTION - 1):0] rdata_instruction,
    output logic rd_instruction,
    input logic empty_instruction,
    input logic  [(DATA_FIFO - 1):0] rdata_data,
    output logic rd_data,
    input logic empty_data
    );
typedef enum logic [3:0] {ST_IDLE, ST_TMS, ST_INSTRUCTION, ST_DATA, ST_DELAY, ST_RES, ST_END} state_type;
localparam CONFIG = 8'b10001110;
localparam FREQUENCY_DIVIDER = 1;
localparam DATA_TMS = 5;
localparam RESET_TAP = 5'b11111;
localparam END_TAP = 5'b00111;
localparam GO_SHIFT_IR = 5'b01100;
localparam GO_SHIFT_DR = 5'b00100;
localparam GO_EXIT = 5'b11000;
state_type state;
state_type state_reserved;
logic flag_exit;
logic enable_tck;
logic [3:0] count;
logic [7:0] count_transaction;
logic [(DATA_TMS - 1) :0] shift_tms;
logic [(DATA_FIFO - 1) :0] shift_instruction;
assign tms = shift_tms [(DATA_TMS - 1)];
assign tdi = shift_instruction [DATA_FIFO - 1];
always_ff @(posedge clk) begin
    if(rst) begin
        flag_exit <= 0;
        enable_tck <= 0;
        tck <= 0;
        count <= 0;
        count_transaction <= 0;
        shift_instruction <= 0;
        shift_tms <= RESET_TAP;
        state <= ST_RES;
        state_reserved <= ST_IDLE;
        rd_data <= 0; 
        rd_instruction <= 0; 
        busy <= 1;
    end 
    else begin
        case (state)
            ST_IDLE : begin
                flag_exit <= 0;
                enable_tck <= 0;
                tck <= 0;
                busy <= 0;
                count <= 0;
                count_transaction <= 0;
                shift_instruction <= 0;
                shift_tms <= 0;
                rd_data <= 0; 
                rd_instruction <= 0; 
                if (work == 1) begin
                    busy <= 1;
                    state <= ST_DELAY;
                    if (end_op == 1) begin
                        state_reserved <= ST_END;
                        shift_tms <= 0;
                    end
                    else begin
                        state_reserved <= ST_TMS;
                        if (op == 0) begin
                            shift_tms <= GO_SHIFT_IR;
                        end
                        else begin
                            shift_tms <= GO_SHIFT_DR;
                        end
                    end
                end 
            end
            ST_RES : begin
                tck <= 0;
                count <= 0;
                if (count_transaction == 0) begin
                    enable_tck <= 1;
                    state <= ST_DELAY;
                    state_reserved <= ST_RES;
                    count_transaction <= count_transaction + 1;
                end
                else if (count_transaction == DATA_TMS) begin
                    enable_tck <= 0;
                    state <= ST_DELAY;
                    state_reserved <= ST_IDLE;
                    shift_tms <= {shift_tms [(DATA_TMS - 2):0], 1'b0};
                end
                else begin
                    enable_tck <= 1;
                    state <= ST_DELAY;
                    state_reserved <= ST_RES;
                    count_transaction <= count_transaction + 1;
                    shift_tms <= {shift_tms [(DATA_TMS - 2):0], 1'b0};
                end
            end
            ST_END : begin
                tck <= 0;
                count <= 0;
                if (count_transaction == 0) begin
                    enable_tck <= 1;
                    state <= ST_DELAY;
                    state_reserved <= ST_END;
                    count_transaction <= count_transaction + 1;
                end
                else if (count_transaction == 18) begin
                    enable_tck <= 0;
                    state <= ST_DELAY;
                    state_reserved <= ST_IDLE;
                    shift_tms <= {shift_tms [(DATA_TMS - 2):0], 1'b0};
                end
                else if (count_transaction == 15) begin
                    enable_tck <= 1;
                    state <= ST_DELAY;
                    state_reserved <= ST_END;
                    shift_tms <= END_TAP;
                end
                else begin
                    enable_tck <= 1;
                    state <= ST_DELAY;
                    state_reserved <= ST_END;
                    count_transaction <= count_transaction + 1;
                    shift_tms <= {shift_tms [(DATA_TMS - 2):0], 1'b0};
                end
            end
            ST_INSTRUCTION : begin
                tck <= 0;
                count <= 0;
                rd_instruction <= 0; 
                if (count_transaction == 0) begin
                    enable_tck <= 1;
                    state <= ST_DELAY;
                    state_reserved <= ST_INSTRUCTION;
                    count_transaction <= count_transaction + 1;
                end
                else if (count_transaction == (DATA_INSTRUCTION - 1)) begin
                    state <= ST_DELAY;
                    state_reserved <= ST_TMS;
                    count_transaction <= 0;
                    flag_exit <= 1;
                    shift_tms <= GO_EXIT;
                    enable_tck <= 0;
                    shift_instruction <= {shift_instruction [(DATA_FIFO - 2):0], 1'b0};
                end
                else begin
                    enable_tck <= 1;
                    state <= ST_DELAY;
                    state_reserved <= ST_INSTRUCTION;
                    count_transaction <= count_transaction + 1;
                    shift_instruction <= {shift_instruction [(DATA_FIFO - 2):0], 1'b0};
                end
            end
            ST_DATA : begin
                tck <= 0;
                count <= 0;
                if (count_transaction == 0) begin
                    enable_tck <= 1;
                    state <= ST_DELAY;
                    state_reserved <= ST_DATA;
                    count_transaction <= count_transaction + 1;
                    rd_data <= 0;
                end
                else if (count_transaction == (len - 1)) begin
                    state <= ST_DELAY;
                    state_reserved <= ST_TMS;
                    count_transaction <= 0;
                    flag_exit <= 1;
                    shift_tms <= GO_EXIT;
                    enable_tck <= 0;
                    rd_data <= 0;
                    shift_instruction <= {shift_instruction [(DATA_FIFO - 2):0], 1'b0};
                end
                else if (((!count_transaction [0]) && (!count_transaction [1]) && (!count_transaction [2])) == 1) begin
                    state <= ST_DELAY;
                    state_reserved <= ST_DATA;
                    enable_tck <= 1;
                    count_transaction <= count_transaction + 1;
                    if (conf_op == 0) begin
                        rd_data <= 1;
                        shift_instruction [(DATA_FIFO - 1):0] <= rdata_data [(DATA_FIFO - 1):0];
                    end
                    else begin
                        shift_instruction [(DATA_FIFO - 1):0] <= CONFIG;
                    end
                end
                else begin
                    enable_tck <= 1;
                    rd_data <= 0;
                    state <= ST_DELAY;
                    state_reserved <= ST_DATA;
                    count_transaction <= count_transaction + 1;
                    shift_instruction <= {shift_instruction [(DATA_FIFO - 2):0], 1'b0};
                end
            end
            ST_TMS : begin
                tck <= 0;
                count <= 0;
                if (count_transaction == 0) begin
                    enable_tck <= 1;
                    state <= ST_DELAY;
                    state_reserved <= ST_TMS;
                    count_transaction <= count_transaction + 1;
                end
                else if (count_transaction == DATA_TMS) begin
                    if (op == 0) begin
                        flag_exit <= 0;
                        enable_tck <= 0;
                        state <= ST_DELAY;
                        count_transaction <= 0;
                        if (flag_exit == 1) begin
                            state_reserved <= ST_IDLE;
                        end 
                        else begin
                            state_reserved <= ST_INSTRUCTION;
                            rd_instruction <= 1; 
                            shift_instruction [(DATA_FIFO - 1):0] <= {rdata_instruction [(DATA_INSTRUCTION - 1):0], 2'b0};
                        end
                    end 
                    else begin
                        flag_exit <= 0;
                        enable_tck <= 0;
                        state <= ST_DELAY;
                        count_transaction <= 0;
                        if (flag_exit == 1) begin
                            state_reserved <= ST_IDLE;
                        end 
                        else begin
                            state_reserved <= ST_DATA;
                            if (conf_op == 0) begin
                                rd_data <= 1;
                                shift_instruction [(DATA_FIFO - 1):0] <= rdata_data [(DATA_FIFO - 1):0];
                            end
                            else begin
                                shift_instruction [(DATA_FIFO - 1):0] <= CONFIG;
                            end
                        end
                    end
                end
                else begin
                    enable_tck <= 1;
                    state <= ST_DELAY;
                    state_reserved <= ST_TMS;
                    count_transaction <= count_transaction + 1;
                    shift_tms <= {shift_tms [(DATA_TMS - 2):0], 1'b0};
                end
            end
            ST_DELAY : begin
                rd_data <= 0;
                rd_instruction <= 0;
                if (count < (FREQUENCY_DIVIDER - 1)) begin
                    count <= count + 1;
                end
                else if (count < (FREQUENCY_DIVIDER * 2 - 2)) begin
                    count <= count + 1;
                    if (enable_tck == 1) begin
                        tck <= 1;
                    end
                end
                else begin
                    state <= state_reserved;
                    if (enable_tck == 1) begin
                        tck <= 1;
                        enable_tck <= 0;
                    end
                end
            end
            default : begin 
                state <= ST_IDLE;
            end
        endcase
    end
end
endmodule
--- ./config.mk ---
export PLATFORM = sky130hd
export DESIGN_NAME = jtag
export DESIGN_NICKNAME = jtag
export VERILOG_FILES = /design/flow/design.v
export SDC_FILE = /design/flow/constraint.sdc
export NUM_CORES = 4
export LEC_CHECK = 1
export CORE_UTILIZATION = 30
==> out/qor.yml <==
logic_synthesis:
  synth.cell_area_mm2: 0.00268
  dominantRegCellSynth: "dfxtp_1"
  synth.cells.most_frequent: "nand2_1 (36), dfxtp_1 (33), nor2_1 (28), o21ai_0 (28), a21oi_1 (26)"
  seq_area_frac_synth: 0.247
  top_area_cell_type_share_of_the_netlist_area: 0.247
  ys.warnings.count: 1
  synth.avg_cell_area_um2: 7.61
  ys.flops: 33
  synthArstFlopShare: 0
  synthMostInstantiatedCell: "nand2_1"
  yosys.stat.chipArea_mm2: 0.00268
  cell_type_with_the_highest_aggregate_area_in_the_netlist: "dfxtp_1"
  synth-edff-count: 0
  yosys_cells: 352
  synth.distinct_cells: 71
  netlist_instances: 352
  area_leaders: "dfxtp_1 (25%), o21ai_0 (5.2%), nand2_1 (5.0%), a21oi_1 (4.9%), nor2_1 (3.9%)"
cts:
  cts_tree: "built"
  cts_root_buffer: "clkbuf_8"
  cts_made_buffers: 5
  clock_sinks: 33
  htree_num_levels: 2
  postCtsSetupBuffers: 0
  post_cts_resize_count: 0
  hold_buffers: 0
  clk_slew_on_worst_s_h_paths_ns: 0.07
  worst_skew_pair.late_latency_ns: 0.29
  max-clock-path-buffers: 2
grt:
  grt_overflow: 0
  antenna_found_initial: 0
  grt_pass1_vias: 2385
  grtUsageTotal: 0.159
  grt_max_degree: 31
  global_route_wire_length_before_repair_um: 11600
setup_path:
  r2r-start: "count_transaction[0]$_SDFFE_PP0P_"
  critical_path_class: "in2reg"
  cp_data_arrival_time_ns: 4.10
  worst-path-max-fanout: 23
  setup.worst_path.start: "len[0]"
  worst_setup_path_start_kind: "input port"
  setup.worst_path.end_class: "flip-flop"
  worst-endpoint-required_ns: 7.81
  r2r_cells: 9
  worstReg2RegEnd: "shift_instruction[5]$_SDFFE_PP0P_"
  reg2reg_setup_slack_ns: 5.00
routing:
  detail_route.first_pass.iterations: 5
  drt-initial-drc-count: 196
  route.vias.total: 2712
  drcViolationCount: 0
  route.detailed.vias_per_inst: 5.64
  drt-total-wl_um: 7200
  ant_nets: 0
  detail_route.wl_per_cell_um: 15.0
  antenna_cells_inserted: 0
min_path:
  timing.hold.worst_endpoint: "rd_instruction$_SDFFE_PP0P_"
  hp-start: "rd_instruction$_SDFFE_PP0P_"
  timing.hold.worst.class: "reg2reg"
  hold_depth: 2
power_and_ir_drop:
  power.density_mw_per_mm2: 150
  worst_ir_drop_vdd_mv: 0.0916
  combinationalPowerShare: 0.228
  pwr-share-seq: 0.406
  power.net_switching_mw: 0.138
  power.clock.fraction: 0.366
  switching_share: 0.291
  total_leakage_power_nw: 1.08
  internal-power_mw: 0.337
flow_run:
  stage_log_warnings: 31
  cap_violations: 0
cells_and_area:
  area_growth_synth_to_finish_pct: 18.4
  fillerInstances: 907
  register_area_um2: 661
  layout-drive-gt1-share: 0.0992
  post-route-util: 0.366
  post_route_cell_area_mm2: 0.00317
  multiInputGateArea_mm2: 0.00186
sta:
  worst_slew_margin_rel: 0.439
  post-route-worst-setup-slack_ns: 3.71
  fmaxAchievable_mhz: 257
  worst-slew-pin-transition_ns: 0.842
  post_route_skew_ns: 0.00785
  final_min_period_over_clock_period: 0.511
  timing.final.setup_violations: 0
  hold_slack_ns: 0.459
  tns_ns: 0
  rsz0062_at_grt: "no"
  hold_violations: 0
  fin_crit_ns: 3.89
  slew_violations: 0
placement:
  pre_cts_ws_ns: 3.45
  placed_area_mm2: 0.00306
  portBuffers: 33
  detailedPlacementHpwl_um: 5010
  globalplace.congestion: 0.862
die:
  initial_core_util: 0.309
  die_x_um: 96.5
  die-area_mm2: 0.00931
  io_pins: 37
  die-height_um: 96.5
  fp-row-count: 34
  core_region_area_mm2: 0.00868
outcome:
  outcome: "finished, final reports clean"
==> metrics by stage <==
stage	std cells	total power, mW
finish	481	0.475
global route	481	0.499
CTS	481	0.478
detailed placement	473	0.303
global placement	473	0.302
floorplan	352	0.264
==> how the worst max path moves through the flow <==
stage	endpoint	cells past startpoint
after CTS	shift_instruction[1]$_SDFFE_PP0P_	9
after global routing	shift_tms[1]$_SDFFE_PP1P_	9
final	shift_instruction[1]$_SDFFE_PP0P_	9
==> cells in the final DEF, fill, tap and decap left out, drive strengths merged, types with 7 or more instances in the layout <==
cell,instances
nand2,37
dfxtp,33
clkdlybuf4s50,33
nor2,29
o21ai,29
a21oi,26
nand3,12
o211ai,12
nor3,12
inv,11
a21o,8
and3,8
a211oi,8
nand2b,7
clkbuf,7
==> metal layers <==
| layer | part of all wire | up-vias | global-route usage |
|---|---|---|---|
| met3 | 0.060 | 8 | 0.0270 |
| li1 | - | 1345 | - |
| met5 | 0 | - | 0 |
| met4 | 0.0075 | 0 | 0.0221 |
| met1 | 0.50 | 1271 | 0.250 |
| met2 | 0.43 | 88 | 0.235 |
==> state kept, by name (all words and copies together) (netlist names) <==
register	flops
busy	1
count_transaction	8
enable_tck	1
flag_exit	1
rd_data	1
rd_instruction	1
shift_instruction	8
shift_tms	5
state	3
state_reserved	3
tck	1
==> cell type report <==
class                      count  share of cell area
multi-input combinational    283               0.585
tap                          108              0.0426
clock buffer                   7              0.0272
inverter                      12              0.0142
timing repair buffer          37               0.114
sequential                    33               0.208
clock inverter                 1             0.00946
==> power groups by stage <==
stage | clock network, mW | logic (mW) | registers [mW]
4_1_cts | 0.178 | 0.108 | 0.192
5_1_grt | 0.186 | 0.118 | 0.195
6_report | 0.174 | 0.108 | 0.193
==> cells by family (layout without fill, tap and decap cells) <==
family | after synthesis | in the layout | share of synthesized area
AND-OR/OR-AND | 122 | 122 | 0.327
XOR/XNOR | 8 | 8 | 0.0290
adder cells (fa/ha/maj) | 5 | 5 | 0.0234
buffers and inverters | 36 | 57 | 0.0607
flip-flops | 33 | 33 | 0.247
multiplexers | 6 | 6 | 0.0229
AND/OR/NAND/NOR | 142 | 142 | 0.291
==> critical path, cell delays in order <==
cell,delay [ns]
clkdlybuf4s50_1,0.55
inv_1,0.07
ha_1,0.24
nor3b_1,0.17
a32oi_1,0.20
a21oi_1,0.13
o221ai_4,0.60
mux2_2,0.42
a211oi_2,0.20
Power and IR drop assume default switching activity.
