===== design/flow/run.sh =====
#!/bin/bash
# OpenROAD 26Q1-2900-gdf79404cd8, Yosys 0.63+post, stock flow scripts
make -C /OpenROAD-flow-scripts/flow DESIGN_CONFIG=/design/flow/config.mk WORK_HOME=/design/flow/orfs finish

===== design/flow/config.mk =====
export PLATFORM = sky130hd
export DESIGN_NAME = jtag_fsm
export DESIGN_NICKNAME = jtag_fsm
export VERILOG_FILES = /design/flow/design.v
export SDC_FILE = /design/flow/constraint.sdc
export NUM_CORES = 4
export LEC_CHECK = 1
export CORE_AREA = 10 10 90 90
export DIE_AREA = 0 0 100 100

===== design/flow/constraint.sdc =====
current_design jtag_fsm

set clk_period 2.7
set clk_io_pct 0.2

create_clock -name clk0 -period $clk_period [get_ports {clk}]

set non_clock_inputs [all_inputs -no_clocks]
set_input_delay [expr $clk_period * $clk_io_pct] -clock clk0 $non_clock_inputs
set_output_delay [expr $clk_period * $clk_io_pct] -clock clk0 [all_outputs]

===== design/flow/design.v =====
module jtag_fsm
    #(
    parameter DATA_INSTRUCTION = 6,
    parameter DATA_FIFO = 8,
    parameter FIFO_DEPTH = 16
    )
    (
    input logic clk,
    input logic rst,
    output logic op,
    output logic work,
    input logic busy,
    output logic [7:0] len,
    output logic end_op,
    output logic conf_op,
    output logic [(DATA_INSTRUCTION-1):0] wdata_instruction,
    output logic wr_instruction,
    input logic full_instruction,
    input logic [($clog2(FIFO_DEPTH) - 1):0] usedw_instruction,
    output logic [(DATA_FIFO-1):0] wdata_data,
    output logic wr_data,
    input logic full_data,
    input logic [($clog2(FIFO_DEPTH) - 1):0] usedw_data
    );
typedef enum logic [3:0] {ST_IDLE, ST_WR_INSTRUCTION, 
ST_WR_DATA, ST_DELAY, ST_ID} state_type;
localparam ID_INSTRUCTION = 6'b100100;
localparam CFG_IN_INSTRUCTION = 6'b101000;
localparam JSTART_INSTRUCTION = 6'b001100;
state_type state;
logic [5:0] index;
logic [3:0] initial_index;
always_ff @(posedge clk) begin
    if (rst) begin
        index <= 0;
        wr_data <= 0; 
        wr_instruction <= 0;
        state <= ST_IDLE;
        op <=0;
        work <=0;
        initial_index <= 0;
        end_op <= 0;
        conf_op <= 0;
    end 
    else begin
        case (state)
            ST_IDLE : begin
                work <= 0;
                wr_data <= 0; 
                wr_instruction <= 0;
                index <=0;
                if ((initial_index == 0) && (busy == 0)) begin
                    state <= ST_WR_INSTRUCTION;
                    initial_index <= initial_index + 1;
                end
                if ((initial_index == 1) && (busy == 0)) begin
                    state <= ST_ID;
                    initial_index <= initial_index + 1;
                end
                if ((initial_index == 2) && (busy == 0)) begin
                    state <= ST_WR_INSTRUCTION;
                    initial_index <= initial_index + 1;
                end
                if ((initial_index == 3) && (busy == 0)) begin
                    state <= ST_WR_DATA;
                    initial_index <= initial_index + 1;
                end
                if ((initial_index == 4) && (busy == 0)) begin
                    state <= ST_WR_INSTRUCTION;
                    initial_index <= initial_index + 1;
                end
                if ((initial_index == 5) && (busy == 0)) begin
                    end_op <= 1;
                    initial_index <= initial_index + 1;
                end
                if ((initial_index == 6) && (busy == 0)) begin
                    end_op <= 0;
                    initial_index <= initial_index + 1;
                end
            end
            ST_WR_INSTRUCTION : begin  
                if (index == 1) begin
                    wr_instruction <= 0;
                    work <= 1;
                    op <= 0;
                    state <= ST_DELAY;
                end 
                else if (index == 0) begin
                    wr_instruction <= 1;
                    index <= index + 1;
                    case (initial_index)
                        1: wdata_instruction <= ID_INSTRUCTION;
                        3: wdata_instruction <= CFG_IN_INSTRUCTION; 
                        5: wdata_instruction <= JSTART_INSTRUCTION; 
                        default : wdata_instruction = 0;
                    endcase
                end
            end
            ST_ID : begin  
                if (index == 4) begin
                    wr_data <= 0;
                    work <= 1;
                    op <= 1;
                    len <= 32;
                    state <= ST_DELAY;
                    conf_op <= 0;
                end
                else if (index == 3) begin
                    wr_data <= 1;
                    wdata_data <= 0; 
                    index <= index + 1; 
                end
                else if (index == 2) begin
                    wr_data <= 1;
                    wdata_data <= 0; 
                    index <= index + 1;
                end
                else if (index == 1) begin
                    wr_data <= 1;
                    wdata_data <= 0; 
                    index <= index + 1;
                end
                else if (index == 0) begin
                    wr_data <= 1;
                    wdata_data <= 0; 
                    index <= index + 1;
                end
            end
            ST_WR_DATA : begin  
                    work <= 1;
                    op <= 1;
                    len <= 16;
                    state <= ST_DELAY;
                    conf_op <= 1;
            end
            ST_DELAY : begin
                state <= ST_IDLE;
            end
            default : begin 
                state <= ST_IDLE;
            end
         endcase
    end
end
endmodule

==> impl_metrics.ini <==
; generated from flow reports
[pwr]
combPwrFrac_pct = 27.0
sw_power_uw = 299
p_leak_nw = 0.611
p_seq_share_pct = 47.9
p_int_uw = 696
switching_share_pct = 30.1
clock_power_share_pct = 25.1
ir_drop_uv = 185
p_per_area_mw_per_mm2 = 623

[synthesis]
synthCells = 157
yosys-mux-area-fraction_pct = 0.716
ys_cells = 157
synth.ff_latch_count = 26
post_synth_fa_ha_maj_area_fraction_pct = 7.16
synth.cell_area_mm2 = 0.00140
yosys.cell_types.count = 44
async_flop_share_pct = 0
ys_sh_aoi_pct = 18.5
flop_cell = sky130_fd_sc_hd__dfxtp_1
synth.avg_cell_area_um2 = 8.91
yosys.area.top_type_share_pct = 30.1
synth-warning-count = 1
yosys.area_share.simple_pct = 19.2
topCombFamilyByArea = simple AND/OR/NAND/NOR gates
enable_flop_cells = 5
yosys.area_share.xor_xnor_pct = 0.626
topCellsByArea = sky130_fd_sc_hd__dfxtp_1, sky130_fd_sc_hd__edfxtp_1, sky130_fd_sc_hd__buf_4
synth_sequential_area_ratio_pct = 40.8
synth_top_cell_by_area = sky130_fd_sc_hd__dfxtp_1
ys_area_mm2 = 0.00140

[drt]
routed-via-count = 1058
postRouteWirelength_um = 2770
remaining_antenna_violation_count_after_routing = 0
dr_vias_cell = 4.32
violation_tally_from_detailed_route_iteration_zero = 40
route.antenna.diode_count = 0
drtPass1Iterations = 4
route.detailed.wl_per_inst_um = 11.3
drcViolationCount = 0

[min_path]
hp-start = state[4]
holdPathEnd = state[0]
hold_path_depth = 1
timing.hold.worst.class = reg -> reg

[floorplanning]
boundaryPins = 41
die_w_um = 100
initial_core_util_pct = 22.3
placement_rows = 29
dieHeight_um = 100
die_area_mm2 = 0.0100
core_region_area_mm2 = 0.00628

[layout]
area_delta_synth_final_pct = 14.1
finish.utilization_pct = 25.4
layout_top_cells = sky130_fd_sc_hd__dfxtp_1, sky130_fd_sc_hd__conb_1, sky130_fd_sc_hd__nand2_1
lay_top_count = sky130_fd_sc_hd__dfxtp_1
layout.filler_cells = 663
drive_above_1_share_pct = 5.95

[run]
log.warning_count = 41
max-cap-violations = 0

[clock_tree]
clkSlewWorstSetupHoldPaths_ns = 0.09
clkSinkCount = 26
postCtsSetupBuffers = 0
max-clock-path-buffers = 2
clock_tree_from_tritoncts = done
cts.root.buffer_cell = sky130_fd_sc_hd__clkbuf_8
ctsHoldBuffers = 0
cts-buffers-inserted = 3
cts.repair.resized = 0
cts.htree.levels = 1
clock_latency_on_the_worst_skew_pair_ns = 0.27

[placement]
gp_routability_congestion = 0.809
dp_hpwl_um = 2090
placement.io_buffers = 13

[grt]
via_count_of_the_first_global_routing_pass = 976
grt_first_pass_wirelength_um = 4350
antenna_found_initial = 0
grt_start_max_net_pins = 21
globalRouteTotalUtil_pct = 5.06
grt.overflow.total = 0

[worst_setup_path]
worst-path-max-fanout = 10
crit_path_slowest_cell = sky130_fd_sc_hd__nor4_4
r2r_setup_slack_ns = 0.96
timing.critical_path.cells = nor4_4, nand2_1, nor3_1
timing_worst_setup_path_type = reg -> reg
timing.rr.end = wdata_instruction[3]
worst-endpoint-arrival_ns = 1.67
worst-r2r-cell-count = 3
regToRegStartpoint = index[2]
crit_required_ns = 2.63
crit_path_end_kind = register
startpoint_type = register
timing.critical_path.slowest_cell_delay_ns = 0.58

[final_timing]
timing.final.crit_share_pct = 64.4
max_freq_mhz = 575
holdWs_ns = 0.423
setup-tns-final_ns = 0
finalSetupViolCount = 0
final_count_of_pins_violating_max_slew = 0
worst_slew_pin_slew_ns = 0.569
unrepaired_setup_endpoints_after_global_routing = no
finClkSkew_ns = 0.00296
hold_viol = 0
final_period_minus_worst_setup_slack_ns = 1.74
maxSlewHeadroom_pct = 61.8

[status]
outcome = completed
metal layers:
metal | global-route usage [%] | routed length (um) | vias to the layer above
met1 | 6.83 | 1350 | 487
met5 | 0 | 0 | -
met2 | 8.21 | 1260 | 22
met3 | 1.04 | 100 | 5
met4 | 1.09 | 67 | 0
li1 | - | - | 544
sequential cells by signal, indices dropped and copies added (netlist names):
register,cells
conf_op,1
end_op,1
index,6
initial_index,4
len,2
op,1
state,5
wdata_instruction,3
work,1
wr_data,1
wr_instruction,1
final cells by class:
class                      instances  area (um^2)  share of cell area [%]
multi-input combinational        117          711                    44.5
sequential                        26          571                    35.7
timing repair buffer              14          138                    8.62
tap                               77         96.3                    6.03
clock buffer                       4         55.1                    3.45
inverter                           7         26.3                    1.65
kinds of logic (layout without fill, tap and decap cells):
| kind of cell | Yosys count | count (layout) |
|---|---|---|
| flip-flops | 26 | 26 |
| XOR/XNOR | 1 | 1 |
| AND/OR/NAND/NOR | 51 | 51 |
| other | 1 | 17 |
| adder cells (fa/ha/maj) | 8 | 8 |
| buffers and inverters | 30 | 25 |
| AND-OR/OR-AND | 39 | 39 |
| multiplexers | 1 | 1 |
critical path, delay by kind of cell (launching register included):
kind | cells | cell delay [ns]
flip-flops | 1 | 0.36
AND/OR/NAND/NOR | 3 | 1.04
synthesized netlist by cell type (all sizes together), types with 4 or more instances:
library cell	count
dfxtp	21
buf	18
nand2	15
a21oi	13
nor2	11
ha	8
inv	7
nor3	6
o21ai	6
clkbuf	5
edfxtp	5
and2	4
power by group through the flow:
stage / Clock [mW] / Combinational, mW / Sequential (mW)
6_report: 0.250 / 0.268 / 0.477
5_1_grt: 0.272 / 0.304 / 0.483
4_1_cts: 0.262 / 0.272 / 0.477
worst max path at each step:
stage	slack [ns]	from	to	cells past startpoint
finish	0.96	index[2]	wdata_instruction[3]	3
CTS	0.94	index[2]	wdata_instruction[2]	3
global route	0.83	index[1]	index[1]	6
metrics by stage:
stage	total power, mW	std cells	setup slack [ns]	cell area, um^2
global route	1.06	245	0.831	1600
detailed placement	0.754	241	0.736	1540
floorplan	0.691	173	1.15	1460
global placement	0.754	241	0.745	1540
CTS	1.01	245	0.938	1600
finish	0.995	245	0.960	1600
No activity file was given, so power comes from the tool's default toggle rates.
